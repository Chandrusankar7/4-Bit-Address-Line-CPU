### flow/design.v
`timescale 1ns / 1ps
module FourBitCPU(rst, clk, opcode, address, myinput, myoutput, HLT, s_flag, z_flag, c_flag);
parameter n=4;
input rst, clk; 
input [3:0] opcode; 
input [n-1:0] address;
input [7:0] myinput; 
output reg [7:0] myoutput; 
output reg HLT, s_flag, z_flag, c_flag; 
reg [7:0] stackPoint, addPoint, temp; 
reg [7:0] stackReg[((2^n)-1):0];
reg [7:0] mem [((2^n)-1):0];
integer progCount = 0; 
integer i=0;
always @(posedge clk)
begin
if (rst)
begin
  for (i=0; i<(2^n); i=i+1)
    begin
      mem[i]=i;
      stackReg[i]=i;
    end
c_flag = 0; 
z_flag = 0;
s_flag = 0;
myoutput=0;
end
else if(progCount < 16 && !HLT)
begin
case(opcode) 
4'b0000:       
begin
  {c_flag, myoutput} <= mem[address]+myinput;
if (mem[address] == 0) z_flag = 1;
HLT=1'b0;
s_flag=1'b0;
end
4'b0001:       
begin
if (mem[address] < myinput)
begin
  z_flag=1'b0; 
  s_flag = 1;
  {c_flag, myoutput} <= myinput-mem[address];
  end
  else 
    s_flag = 0;
    z_flag=1'b0; 
    {c_flag, myoutput} <= mem[address]-myinput;
if (mem[address] == 0) z_flag = 1;
myoutput<=mem[address];
c_flag=1'b0;
HLT=1'b0;
end
4'b0010:       
begin
temp = mem[address];
  mem[address] = mem[(address)+1];
  mem[(address)+1] = temp;
myoutput=mem[address];
HLT=1'b0;
end
4'b0011:       
begin
mem[address] = mem[0]; 
if (mem[address] == 0) z_flag = 1;
myoutput=mem[address];
HLT=1'b0;
end
4'b0100:       
begin
  myoutput=mem[address]>>1;
  HLT=1'b0;
end
4'b0101: 
begin
mem[address] = myinput;       
myoutput=mem[address];
z_flag = (mem[address] == 0)? 1:0;
HLT=1'b0;
end
4'b0110: 
  begin
    myoutput = mem[address];      
    z_flag = (mem[address] == 0)? 1:0;
    HLT=1'b0;
  end
4'b0111:                               
begin
mem[address] = mem[address]&myinput;
myoutput=mem[address]; 
HLT=1'b0;
if (mem[address] == 0) z_flag = 1;
end
4'b1000:                               
begin
c_flag = 0; 
z_flag = 0;
s_flag = 0;
HLT=1'b0;
myoutput=mem[address];
end
4'b1001:                               
begin
mem[address] = mem[address] | myinput;
myoutput=mem[address];
z_flag = (mem[address] == 0)? 1:0;
c_flag=1'b0;
s_flag=1'b0;
HLT=1'b0;
end
4'b1010:			       
begin
mem[address] = mem[address] ^ myinput;
myoutput=mem[address];
z_flag = (mem[address] == 0)? 1:0;
c_flag=1'b0;
s_flag=1'b0;
HLT=1'b0;
end
4'b1011:                               
begin
stackPoint = stackPoint - 1;
stackReg[stackPoint] = mem[address];
myoutput=stackReg[stackPoint];
HLT=1'b0;
end
4'b1100:                               
begin
mem[address] = stackReg[stackPoint];
stackPoint = stackPoint + 1;
myoutput=mem[address];
HLT=1'b0;
end
4'b1101:       
begin                        
myoutput=mem[address]<<1;
z_flag = (mem[address] == 0)? 1:0;
end
4'b1110:                               
begin
mem[address] = ~(mem[address]);
myoutput=mem[address];
HLT=1'b0;
end
4'b1111:                              
begin
HLT = 1;
end
default: myoutput=0;
endcase
progCount = progCount + 1;
HLT=1'b0;
end
end
endmodule
### flow/run.sh
#!/bin/bash
# OpenROAD 26Q1-2900-gdf79404cd8, Yosys 0.63+post, stock flow scripts
make -C /OpenROAD-flow-scripts/flow DESIGN_CONFIG=/design/flow/config.mk WORK_HOME=/design/flow/orfs finish
### flow/config.mk
export PLATFORM = sky130hd
export DESIGN_NAME = FourBitCPU
export DESIGN_NICKNAME = FourBitCPU
export VERILOG_FILES = /design/flow/design.v
export SDC_FILE = /design/flow/constraint.sdc
export NUM_CORES = 4
export LEC_CHECK = 1
export CORE_UTILIZATION = 40
### flow/constraint.sdc
current_design FourBitCPU

set clk_period 9.0
set clk_io_pct 0.2

create_clock -name clk0 -period $clk_period [get_ports {clk}]

set non_clock_inputs [all_inputs -no_clocks]
set_input_delay [expr $clk_period * $clk_io_pct] -clock clk0 $non_clock_inputs
set_output_delay [expr $clk_period * $clk_io_pct] -clock clk0 [all_outputs]
==> results.py <==
# Synthesis and PnR figures
metrics = {
    "logic_synthesis": {
        "synth.yosys.num_cells": 1837,
        "synthesis.area_per_instance_um2": 7.17,
        "post_synth_num_cell_types": 82,
        "synth-main-ff-cell": "sky130_fd_sc_hd__dfxtp_1",
        "mappedNetlistArea_um2": 13200,
        "synth_top_cell_by_area": "sky130_fd_sc_hd__dfxtp_1",
        "postSynthCellCount": 1837,
        "top_cells_by_area": "sky130_fd_sc_hd__dfxtp_1, sky130_fd_sc_hd__edfxtp_1, sky130_fd_sc_hd__a21oi_1",
        "ys.warnings.count": 3,
        "edf_count": 35,
        "yosys.area.top_type_share": 0.163,
        "synth-seq-area-share": 0.243,
        "postSynthRegisterBits": 142,
        "synth.yosys.chip_area_um2": 13200,
        "asr_flop_ratio_synth": 0,
    },
    "drt": {
        "wire_per_inst_um": 28.3,
        "num_antenna_cells": 0,
        "drt-total-wl_mm": 63.3,
        "avgViaCountPerCell": 6.87,
        "drt.antenna.violating_nets": 0,
        "drt_iter0_markers": 2599,
        "drt_drc_violations_left": 0,
        "detailedRoute.firstPassIterationCount": 9,
        "via_count": 15395,
    },
    "placement": {
        "port_buffers": 27,
        "dpl.hpwl_mm": 44.2,
        "numPlacedInstances": 2208,
        "gp_congestion": 1.06,
    },
    "grt": {
        "global_route_wire_length_before_repair_mm": 93.5,
        "grt_remaining_overflow": 0,
        "grtUsageTotal": 0.386,
        "antenna_found_initial": 0,
        "first_global_vias": 13791,
        "maximum_number_of_pins_on_one_net_before_global_route_repair": 60,
    },
    "pwr": {
        "p_leak_nw": 5.09,
        "seq_power_share": 0.335,
        "cellPowerDensity_nw_per_um2": 145,
        "total_switching_power_uw": 786,
        "share_clk_of_total_power": 0.370,
        "swShare": 0.374,
        "cell_internal_pwr_mw": 1.32,
        "comb_power_share": 0.295,
        "vdd.ir_drop.worst_mv": 0.154,
    },
    "worst_setup_path": {
        "critical_path.n_buffers_inverters": 7,
        "cpMaxStageDelayCell": "sky130_fd_sc_hd__ha_4",
        "category_of_the_critical_setup_timing_path": "in -> reg",
        "worstPathRequired_ns": 9.34,
        "cpPeakStageDelay_ns": 0.59,
        "critical_path_cell_count": 21,
        "rr_worst_depth": 15,
        "worst-path-max-fanout": 47,
        "critical_path.cell_chain": "buf_2 -> inv_1 -> buf_4 -> nor2_1 -> ha_4 -> inv_1 -> o21ai_2 -> buf_4 -> nand3_1 -> o21ai_2 -> buf_4 -> inv_1 -> ha_1 -> fa_1 -> a21o_1 -> a21oi_1 -> xnor2_1 -> a2111oi_0 -> o2111ai_1 -> nor3_1 -> a31oi_1",
        "cp.arrival_ns": 7.20,
        "r2r_start": "mem[4][0]",
        "timing.critical_path.from_type": "input port",
        "timing.critical_path.from": "address[1]",
        "critical-path-top-delay-family": "AND-OR/OR-AND gates",
        "setup.worst_path.end_class": "register",
    },
    "clock_network": {
        "tritoncts": "yes",
        "cts_buffers": 17,
        "ctsHoldBuffers": 0,
        "htreeDepth": 4,
        "clk_transition_reported_paths_ns": 0.10,
        "clk_root_buffer_cell": "sky130_fd_sc_hd__clkbuf_16",
        "clock_latency_ns": 0.47,
        "clock-sinks": 142,
        "post_cts_resized": 0,
        "max-clock-path-buffers": 2,
        "postCtsSetupRepairBufs": 0,
    },
    "job": {
        "drv_cap": 0,
        "log.warning_count": 54,
    },
    "floorplan": {
        "std_cell_rows": 66,
        "die_height_um": 183,
        "boundaryPins": 30,
        "design.core.area_um2": 32500,
        "initial_standard_cell_utilization_of_the_core": 0.406,
        "die_area_um2": 33600,
        "floorplan.die.width_um": 183,
    },
    "sta": {
        "maxClockFrequency_mhz": 146,
        "tns_ns": 0,
        "rsz0062_at_grt": "no",
        "finalCriticalPeriod_ns": 6.86,
        "final.period_utilization": 0.762,
        "finalHoldViolCount": 0,
        "timing.max_slew.rel_slack": 0.301,
        "finalSetupViolCount": 0,
        "clock-skew-final_ns": 0.0370,
        "timing_max_transition_violations_final": 0,
        "tightest_slew_ns": 1.04,
    },
    "finish": {
        "flow.area_growth_from_synthesis_pct": 10.1,
        "fin_cells": 2240,
        "drive_gt1_frac": 0.0840,
    },
    "worst_hold_path": {
        "hold_path.class": "reg -> reg",
        "hold_path_depth": 2,
        "timing.hold.worst.start": "stackReg[4][3]",
    },
    "outcome": {
        "outcome": "finished clean",
    },
}
==> stage by stage <==
step                hold slack [ns]   util  cell area (µm²)  total power, mW  setup WS (ns)
finish                        0.458  0.446            14500             2.10           2.14
global route                  0.471  0.446            14500             2.17           1.88
floorplan                     0.422      -            13200             1.08           2.67
CTS                           0.457  0.446            14500             2.08           2.33
detailed placement            0.448  0.427            13900             1.30           1.88
global placement              0.441  0.427            13900             1.30           1.97
==> layer usage <==
layer | share of wire | wire (µm) | up-vias | global-route usage
li1 | - | - | 6832 | -
met1 | 0.40 | 25500 | 7082 | 0.564
met2 | 0.39 | 25000 | 1217 | 0.518
met3 | 0.13 | 8530 | 264 | 0.116
met4 | 0.067 | 4240 | 0 | 0.201
met5 | 0 | 0 | - | 0
==> worst reg2reg max path, cell delays in order, from the launching register on <==
cell,delay (ns)
sky130_fd_sc_hd__dfxtp_1,0.34
sky130_fd_sc_hd__nor4bb_1,0.14
sky130_fd_sc_hd__a311oi_1,0.53
sky130_fd_sc_hd__nand3_1,0.30
sky130_fd_sc_hd__o21ai_2,0.11
sky130_fd_sc_hd__buf_4,0.27
sky130_fd_sc_hd__inv_1,0.09
sky130_fd_sc_hd__ha_1,0.32
sky130_fd_sc_hd__fa_1,0.45
sky130_fd_sc_hd__a21o_1,0.21
sky130_fd_sc_hd__a21oi_1,0.23
sky130_fd_sc_hd__xnor2_1,0.10
sky130_fd_sc_hd__a2111oi_0,0.45
sky130_fd_sc_hd__o2111ai_1,0.33
sky130_fd_sc_hd__nor3_1,0.26
sky130_fd_sc_hd__a31oi_1,0.12
==> layout make-up <==
class	count	area (µm²)
fillers	3259	18000
multi-input cells	1482	9180
clock buffers	18	439
inverters	46	175
flip-flops and latches	142	3190
well taps	442	553
repair buffers	96	773
clock inverters	14	179
==> synth_stat cells (all sizes together) (8+ instances only) <==
master	count
o221ai	11
or2	10
edfxtp	35
and3	11
dfxtp	107
xnor2	27
o211ai	59
o21bai	12
inv	45
nand2b	14
a211oi	37
a221oi	20
nor4	11
buf	34
a22o	29
mux2i	27
a2111oi	11
o21a	10
a31oi	25
nor2	169
nand3	70
a21oi	175
nor3	55
a222oi	18
xor2	12
a311oi	15
a21o	19
o32ai	8
nor2b	31
clkbuf	133
a22oi	40
o21ai	132
a221o	15
ha	40
mux2	12
o22ai	26
nand2	221
==> final timing paths <==
kind,slack [ns],to
max,2.14,myoutput[4]
min,0.46,stackReg[4][3]
max reg2reg,4.65,myoutput[4]
min reg2reg,0.46,stackReg[4][3]
==> flip-flops by register name, summed over array words and instances (netlist names) <==
register	count
s_flag	1
myoutput	8
stackReg	48
mem	48
stackPoint	3
z_flag	1
c_flag	1
progCount	32
==> power by group through the flow <==
stage	clock network, mW	logic, mW	registers [mW]
after CTS	0.790	0.590	0.702
after global routing	0.814	0.648	0.706
final	0.778	0.620	0.704
==> cell families (layout without fill, tap and decap cells) <==
kind of cell / count (synthesis) / after routing / share of synthesized area
adder cells (fa/ha/maj): 41 / 41 / 0.0395
other: 1 / 1 / 0.000285
AND-OR/OR-AND: 729 / 729 / 0.378
multiplexers: 39 / 39 / 0.0308
AND/OR/NAND/NOR: 633 / 633 / 0.219
XOR/XNOR: 39 / 39 / 0.0259
buffers and inverters: 213 / 174 / 0.0635
flip-flops: 142 / 142 / 0.243
==> layout by cell type (no fill, tap or decap), drive strengths merged, types with 10 or more instances in the layout <==
cell	synthesis	final
nand2	221	221
a21oi	175	175
nor2	169	169
o21ai	132	132
dfxtp	107	107
buf	34	72
nand3	70	70
o211ai	59	59
nor3	55	55
inv	45	52
a22oi	40	40
ha	40	40
a211oi	37	37
edfxtp	35	35
nor2b	31	31
a22o	29	29
xnor2	27	27
mux2i	27	27
o22ai	26	26
a31oi	25	25
clkdlybuf4s50	0	24
a221oi	20	20
a21o	19	19
a222oi	18	18
clkbuf	133	18
a311oi	15	15
a221o	15	15
nand2b	14	14
xor2	12	12
mux2	12	12
o21bai	12	12
and3	11	11
nor4	11	11
a2111oi	11	11
o221ai	11	11
or2	10	10
o21a	10	10
Power is estimated from default activity; no workload was simulated.
